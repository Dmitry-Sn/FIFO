==> flow/design.v <==
module fifo
   #(
      parameter DATA_WIDTH = 16,
      parameter LOG2_DEPTH = 4  
   )
   (
      input [DATA_WIDTH-1:0]  din,
      input wr_en,
      input rd_en,
      output [DATA_WIDTH-1:0] dout,
      output full,
      output empty,
      input clk,
      input reset
   );
   parameter MAX_COUNT = 2**LOG2_DEPTH;
   reg   [LOG2_DEPTH-1 : 0]   rd_ptr;
   reg   [LOG2_DEPTH-1 : 0]   wr_ptr;
   reg   [DATA_WIDTH-1 : 0]   mem[MAX_COUNT-1 : 0];    
   reg   [LOG2_DEPTH : 0]     depth_cnt;
   always @(posedge clk) begin
      if(reset) begin
         wr_ptr <= 'h0;
         rd_ptr <= 'h0;
      end  
      else begin
         if(wr_en)begin
            wr_ptr <= wr_ptr+1;
         end
         if(rd_en)
            rd_ptr <= rd_ptr+1;
      end  
   end 
   assign empty= (depth_cnt=='h0);
   assign full = (depth_cnt==MAX_COUNT);
   assign dout = rd_en ? mem[rd_ptr]:'h0;
   always @(posedge clk) begin
      if (wr_en)
         mem[wr_ptr] <= din;
   end  
   always @(posedge clk) begin
      if (reset)
         depth_cnt <= 'h0;
      else begin
         case({rd_en,wr_en})
            2'b10    :  depth_cnt <= depth_cnt-1;
            2'b01    :  depth_cnt <= depth_cnt+1;
         endcase
      end  
   end  
endmodule
==> flow/run.sh <==
#!/bin/bash
# OpenROAD 26Q1-2900-gdf79404cd8, Yosys 0.63+post, stock flow scripts
make -C /OpenROAD-flow-scripts/flow DESIGN_CONFIG=/design/flow/config.mk WORK_HOME=/design/flow/orfs finish
==> flow/config.mk <==
export PLATFORM = sky130hd
export DESIGN_NAME = fifo
export DESIGN_NICKNAME = fifo
export VERILOG_FILES = /design/flow/design.v
export SDC_FILE = /design/flow/constraint.sdc
export NUM_CORES = 4
export LEC_CHECK = 1
export CORE_UTILIZATION = 50
==> flow/constraint.sdc <==
current_design fifo

set clk_period 10.0
set clk_io_pct 0.2

create_clock -name clk0 -period $clk_period [get_ports {clk}]

set non_clock_inputs [all_inputs -no_clocks]
set_input_delay [expr $clk_period * $clk_io_pct] -clock clk0 $non_clock_inputs
set_output_delay [expr $clk_period * $clk_io_pct] -clock clk0 [all_outputs]
==> flow_metrics.py <==
# Synthesis and PnR figures
metrics = {
    "run_status": {
        "status": "finished, final reports clean",
    },
    "place": {
        "gp_congestion": 0.728,
        "numPortBuffers": 37,
        "place_hpwl_mm": 11.3,
    },
    "routing": {
        "initialDrtViolationCount": 355,
        "drc": 0,
        "drtPass1Iterations": 4,
        "wl_per_cell_um": 22.2,
        "vias_per_cell": 5.67,
        "drt-total-wl_mm": 21.7,
        "ant_nets": 0,
        "dr_total_vias": 5529,
        "antenna_cells": 0,
    },
    "clock_network": {
        "cts_hold_buf": 0,
        "cts_max_level": 1,
        "cts_tree": "yes",
        "cts_setup_buffers": 0,
        "cts_buffer_depth": 3,
        "clock-sinks": 273,
        "ctsResizeCount": 0,
        "clkTransAtPathRegs_ns": 0.06,
        "cts_root_buf": "clkbuf_16",
        "clk_latency_ns": 0.52,
        "cts_buffers": 28,
    },
    "final_layout": {
        "mi_logic_area_um2": 2550,
        "post-route-util": 0.585,
        "regArea_um2": 8030,
        "layout-drive-gt1-share": 0.103,
        "nFillCells": 1485,
        "syn2layout_area_growth_pct": 14.3,
    },
    "critical_path": {
        "rr_startpoint": "depth_cnt[0]$_SDFFE_PP0P_",
        "cp-start-kind": "input port",
        "slowest_stage": "clkdlybuf4s50_1",
        "crit_family": "buffers and inverters",
        "cp_num_cells": 5,
        "crit_start": "rd_en",
        "cp_num_buf_inv": 3,
        "critPathKind": "in -> out",
        "max_stage_delay_ns": 0.61,
        "required_ns": 8.00,
        "crit_chain": "clkdlybuf4s50_1 > nand2b_1 > buf_4 > o22ai_1 > clkdlybuf4s50_1",
        "worst_ep_arrival_time_ns": 3.97,
        "end_kind": "output pin",
        "rr_worst_depth": 6,
        "cp_common_cell": "clkdlybuf4s50_1",
        "crit_path_max_fanout": 10,
    },
    "global_route": {
        "first_global_vias": 5712,
        "overflow": 0,
        "grt_pass1_wl_mm": 32.7,
        "grt_max_degree": 44,
        "grt_use_total": 0.227,
        "antenna_found_initial": 1,
    },
    "final_timing": {
        "relSlewSlack": 0.499,
        "setup_viol": 0,
        "setup-tns-final_ns": 0,
        "period_minus_slack_ns": 5.97,
        "slew_viol_final": 0,
        "worst_pin_slew_ns": 0.752,
        "fin_crit_sh": 0.597,
        "clock_skew_ns": 0.00586,
        "rsz0062_at_grt": "no",
        "fmax_mhz": 168,
        "finalHoldViolations": 0,
    },
    "hold_path": {
        "hold_depth": 2,
        "hp-class": "reg -> reg",
        "min_from": "depth_cnt[2]$_SDFFE_PP0P_",
    },
    "power_and_ir_drop": {
        "p_per_area_nw_per_um2": 198,
        "p_leak_nw": 4.16,
        "worst_ir_drop_vdd_uv": 153,
    },
    "synth": {
        "synth_seq_share": 0.741,
        "edf_count": 256,
        "ys_cells": 626,
        "syn_inst": 626,
        "ys.flop_type": "edfxtp_1",
        "syn_area_per_cell_um2": 17.3,
        "syn_area_um2": 10800,
        "async_reset_ff_frac": 0,
        "synth-warning-count": 1,
        "area_leaders": "edfxtp_1 71%, mux2i_1 11%, a22oi_1 3.9%, dfxtp_1 3.1%, mux4_2 1.7%",
        "yosysChipArea_um2": 10800,
        "synth_area_leader_cell": "edfxtp_1",
        "top_cell_area_share": 0.710,
        "synth_flops": 273,
        "synth.distinct_cells": 33,
    },
    "flow_run": {
        "cap_violations": 0,
        "warnings": 28,
    },
    "floorplanning": {
        "chipWidth_um": 149,
        "io_pins": 38,
        "fp-row-count": 53,
        "die-area_um2": 22300,
        "initCoreUtil": 0.512,
        "fp.dieH_um": 149,
        "coreArea_um2": 21200,
    },
}
[flip-flops by register name, summed over array words and instances (netlist names), named ones only]
signal     count
mem          256
rd_ptr         4
depth_cnt      5
wr_ptr         4
[per-layer routing]
layer  up-vias  routed length (um)  global-route usage
met4         2                 442              0.0347
met1      2627                7800               0.311
met3        34                3330               0.156
met5         -                  13                   0
li1       2559                   -                   -
met2       307               10100               0.330
[final cells by class]
class / count / area share
Sequential cell: 273 / 0.649
Multi-Input combinational cell: 311 / 0.206
Clock buffer: 37 / 0.0627
Timing Repair Buffer: 61 / 0.0445
Tap cell: 275 / 0.0278
Clock inverter: 11 / 0.00788
Inverter: 7 / 0.00212
[power breakdown]
| group | internal [mW] | switching, mW |
|---|---|---|
| clock network | 0.589 | 0.389 |
| logic | 0.0913 | 0.0991 |
| registers | 1.27 | 0.0175 |
| total | 1.95 | 0.506 |
[cell usage after synthesis (2+ instances only)]
cell and count:
a21oi_1 4, a22oi_1 56, and2_1 17, buf_2 10, buf_4 11, buf_6 6, clkbuf_1 7, dfxtp_1 17
edfxtp_1 256, ha_1 9, inv_1 7, mux2i_1 119, mux4_2 8, nand2_1 33, nand2b_1 2, nand4_1 2
nor2_1 24, nor2b_1 2, o22ai_1 16, xnor2_1 2, xor2_1 6
[cell families (layout without fill, tap and decap cells)]
family                     after synthesis  after routing  share of synthesized area
and+or+nand+nor                         88             88                     0.0385
DFF                                    273            273                      0.741
xor gates and xnor gates                 8              8                    0.00647
adders and majority gates               10             10                     0.0122
muxes                                  128            128                      0.128
buffers and inverters                   42            116                     0.0237
AOI/OAI and AO/OA                       77             77                     0.0506
[worst reg2reg max path: stages, from the launching register on]
cell,delay [ns]
dfxtp_1,0.38
inv_1,0.08
fa_1,0.44
nand2b_1,0.16
a21oi_1,0.16
mux2i_1,0.25
mux2_1,0.33
[cells in the final DEF (no fill, tap or decap), drive strengths merged, types with 4 or more instances in the layout]
master and count:
a21oi 4, a22oi 56, and2 17, buf 24, clkbuf 37, clkdlybuf4s50 37, clkinv 9, dfxtp 17
edfxtp 256, ha 9, inv 7, mux2i 119, mux4 8, nand2 33, nor2 25, o22ai 16
xor2 6
[through the flow]
stage          hold WS, ns  instances  setup WS [ns]  power (mW)  area (um2)
2_1_floorplan        0.478        626           5.16        1.43       10800
3_3_place_gp         0.495        927           4.06        1.50       11500
3_5_place_dp         0.512        927           4.03        1.50       11500
4_1_cts              0.529        975           4.05        2.47       12400
5_1_grt              0.571        975           3.97        2.54       12400
6_report             0.530        975           4.03        2.46       12400
[path summary, 6_finish.rpt]
check	slack (ns)	end
setup reg to reg	8.08	depth_cnt[4]$_SDFFE_PP0P_
setup / recovery	4.03	dout[6]
hold / removal	0.53	depth_cnt[2]$_SDFFE_PP0P_
hold reg to reg	0.53	depth_cnt[2]$_SDFFE_PP0P_
Power is estimated from default activity; no workload was simulated.
